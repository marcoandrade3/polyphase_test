### /design/flow/design.v
`timescale 1ns / 1ps
`default_nettype none  
module cosine(
    input wire clk_in, 
    input wire rst_in, 
    input wire start,
    output logic signed[31:0] amp_out, 
    input wire [8:0] value, 
    output logic done
  );
  typedef enum { IDLE, READING, FLIPPING, DONE } cosine_state;
  logic [8:0] value_to_use;
  logic [31:0] amp_out_intermediate;
  logic negate;
  cosine_state state;
  sine_lut sine_of_value(
    .value(value_to_use),
    .clk_in(clk_in),
    .amp_out(amp_out_intermediate)
  );
  always_comb begin
    done = (state == DONE);
  end
  always_ff @(posedge clk_in) begin
    if (rst_in) begin
      state <= IDLE;
    end else begin
      case(state)
        IDLE: begin
          if (start) begin
            if (value < 90) begin 
              value_to_use <= value + 90;
              negate <= 0;
            end else if(value < 270) begin 
              value_to_use <= value - 90;
              negate <= 1;
            end else begin 
              value_to_use <= value - 270;
              negate <= 0;
            end
            state <= READING;
          end
        end
        READING: begin
          state <= FLIPPING;
        end
        FLIPPING: begin
          amp_out <= negate ? ~amp_out_intermediate + 1 : amp_out_intermediate;
          state <= DONE;
        end
        DONE: begin
          state <= IDLE;
        end
      endcase
    end
  end
endmodule
module sine(
    input wire clk_in, 
    input wire rst_in, 
    input wire start,
    input wire [8:0] value, 
    output logic signed[31:0]  amp_out, 
    output logic done
  );
  typedef enum { IDLE, READING, FLIPPING, DONE } sine_state;
  logic [8:0] value_to_use; 
  logic [31:0] amp_out_intermediate;
  logic negate;
  sine_state state;
  sine_lut sine_of_value(
    .value(value_to_use),
    .clk_in(clk_in),
    .amp_out(amp_out_intermediate)
  );
  always_comb begin
    done = (state == DONE);
  end
  always_ff @(posedge clk_in) begin
    if (rst_in) begin
      state <= IDLE;
    end else begin
      case(state)
        IDLE: begin
          if (start) begin
            if (value > 180) begin 
              value_to_use <= (value - 180);
              negate <= 1;
            end else begin 
              value_to_use <= value;
              negate <= 0;
            end
            state <= READING;
          end
        end
        READING: begin
          state <= FLIPPING;
        end
        FLIPPING: begin
          amp_out <= negate ? ~amp_out_intermediate + 1 : amp_out_intermediate;
          state <= DONE;
        end
        DONE: begin
          state <= IDLE;
        end
      endcase
    end
  end 
endmodule
module sine_lut(input wire [8:0] value, input wire clk_in, output logic[31:0] amp_out);
  always_ff @(posedge clk_in)begin
    case(value)
      8'd0: amp_out <= 32'b00000000000000000000000000000000;
      8'd1: amp_out <= 32'b00000000000000000000010001111000;
      8'd2: amp_out <= 32'b00000000000000000000100011101111;
      8'd3: amp_out <= 32'b00000000000000000000110101100110;
      8'd4: amp_out <= 32'b00000000000000000001000111011100;
      8'd5: amp_out <= 32'b00000000000000000001011001010000;
      8'd6: amp_out <= 32'b00000000000000000001101011000010;
      8'd7: amp_out <= 32'b00000000000000000001111100110011;
      8'd8: amp_out <= 32'b00000000000000000010001110100001;
      8'd9: amp_out <= 32'b00000000000000000010100000001100;
      8'd10: amp_out <= 32'b00000000000000000010110001110100;
      8'd11: amp_out <= 32'b00000000000000000011000011011001;
      8'd12: amp_out <= 32'b00000000000000000011010100111010;
      8'd13: amp_out <= 32'b00000000000000000011100110010110;
      8'd14: amp_out <= 32'b00000000000000000011110111101111;
      8'd15: amp_out <= 32'b00000000000000000100001001000010;
      8'd16: amp_out <= 32'b00000000000000000100011010010000;
      8'd17: amp_out <= 32'b00000000000000000100101011011001;
      8'd18: amp_out <= 32'b00000000000000000100111100011100;
      8'd19: amp_out <= 32'b00000000000000000101001101011000;
      8'd20: amp_out <= 32'b00000000000000000101011110001111;
      8'd21: amp_out <= 32'b00000000000000000101101110111110;
      8'd22: amp_out <= 32'b00000000000000000101111111100110;
      8'd23: amp_out <= 32'b00000000000000000110010000000111;
      8'd24: amp_out <= 32'b00000000000000000110100000100000;
      8'd25: amp_out <= 32'b00000000000000000110110000110001;
      8'd26: amp_out <= 32'b00000000000000000111000000111001;
      8'd27: amp_out <= 32'b00000000000000000111010000111001;
      8'd28: amp_out <= 32'b00000000000000000111100000101111;
      8'd29: amp_out <= 32'b00000000000000000111110000011100;
      8'd30: amp_out <= 32'b00000000000000001000000000000000;
      8'd31: amp_out <= 32'b00000000000000001000001111011010;
      8'd32: amp_out <= 32'b00000000000000001000011110101001;
      8'd33: amp_out <= 32'b00000000000000001000101101101101;
      8'd34: amp_out <= 32'b00000000000000001000111100100111;
      8'd35: amp_out <= 32'b00000000000000001001001011010110;
      8'd36: amp_out <= 32'b00000000000000001001011001111001;
      8'd37: amp_out <= 32'b00000000000000001001101000010001;
      8'd38: amp_out <= 32'b00000000000000001001110110011100;
      8'd39: amp_out <= 32'b00000000000000001010000100011011;
      8'd40: amp_out <= 32'b00000000000000001010010010001110;
      8'd41: amp_out <= 32'b00000000000000001010011111110011;
      8'd42: amp_out <= 32'b00000000000000001010101101001100;
      8'd43: amp_out <= 32'b00000000000000001010111010010111;
      8'd44: amp_out <= 32'b00000000000000001011000111010101;
      8'd45: amp_out <= 32'b00000000000000001011010100000101;
      8'd46: amp_out <= 32'b00000000000000001011100000100111;
      8'd47: amp_out <= 32'b00000000000000001011101100111010;
      8'd48: amp_out <= 32'b00000000000000001011111000111111;
      8'd49: amp_out <= 32'b00000000000000001100000100110101;
      8'd50: amp_out <= 32'b00000000000000001100010000011011;
      8'd51: amp_out <= 32'b00000000000000001100011011110011;
      8'd52: amp_out <= 32'b00000000000000001100100110111011;
      8'd53: amp_out <= 32'b00000000000000001100110001110011;
      8'd54: amp_out <= 32'b00000000000000001100111100011100;
      8'd55: amp_out <= 32'b00000000000000001101000110110100;
      8'd56: amp_out <= 32'b00000000000000001101010000111100;
      8'd57: amp_out <= 32'b00000000000000001101011010110011;
      8'd58: amp_out <= 32'b00000000000000001101100100011010;
      8'd59: amp_out <= 32'b00000000000000001101101101101111;
      8'd60: amp_out <= 32'b00000000000000001101110110110100;
      8'd61: amp_out <= 32'b00000000000000001101111111100111;
      8'd62: amp_out <= 32'b00000000000000001110001000001001;
      8'd63: amp_out <= 32'b00000000000000001110010000011001;
      8'd64: amp_out <= 32'b00000000000000001110011000010111;
      8'd65: amp_out <= 32'b00000000000000001110100000000100;
      8'd66: amp_out <= 32'b00000000000000001110100111011110;
      8'd67: amp_out <= 32'b00000000000000001110101110100110;
      8'd68: amp_out <= 32'b00000000000000001110110101011100;
      8'd69: amp_out <= 32'b00000000000000001110111011111111;
      8'd70: amp_out <= 32'b00000000000000001111000010010000;
      8'd71: amp_out <= 32'b00000000000000001111001000001110;
      8'd72: amp_out <= 32'b00000000000000001111001101111000;
      8'd73: amp_out <= 32'b00000000000000001111010011010000;
      8'd74: amp_out <= 32'b00000000000000001111011000010101;
      8'd75: amp_out <= 32'b00000000000000001111011101000111;
      8'd76: amp_out <= 32'b00000000000000001111100001100101;
      8'd77: amp_out <= 32'b00000000000000001111100101110000;
      8'd78: amp_out <= 32'b00000000000000001111101001101000;
      8'd79: amp_out <= 32'b00000000000000001111101101001100;
      8'd80: amp_out <= 32'b00000000000000001111110000011100;
      8'd81: amp_out <= 32'b00000000000000001111110011011001;
      8'd82: amp_out <= 32'b00000000000000001111110110000010;
      8'd83: amp_out <= 32'b00000000000000001111111000011000;
      8'd84: amp_out <= 32'b00000000000000001111111010011001;
      8'd85: amp_out <= 32'b00000000000000001111111100000111;
      8'd86: amp_out <= 32'b00000000000000001111111101100000;
      8'd87: amp_out <= 32'b00000000000000001111111110100110;
      8'd88: amp_out <= 32'b00000000000000001111111111011000;
      8'd89: amp_out <= 32'b00000000000000001111111111110110;
      8'd90: amp_out <= 32'b00000000000000010000000000000000;
      8'd91: amp_out <= 32'b00000000000000001111111111110110;
      8'd92: amp_out <= 32'b00000000000000001111111111011000;
      8'd93: amp_out <= 32'b00000000000000001111111110100110;
      8'd94: amp_out <= 32'b00000000000000001111111101100000;
      8'd95: amp_out <= 32'b00000000000000001111111100000111;
      8'd96: amp_out <= 32'b00000000000000001111111010011001;
      8'd97: amp_out <= 32'b00000000000000001111111000011000;
      8'd98: amp_out <= 32'b00000000000000001111110110000010;
      8'd99: amp_out <= 32'b00000000000000001111110011011001;
      8'd100: amp_out <= 32'b00000000000000001111110000011100;
      8'd101: amp_out <= 32'b00000000000000001111101101001100;
      8'd102: amp_out <= 32'b00000000000000001111101001101000;
      8'd103: amp_out <= 32'b00000000000000001111100101110000;
      8'd104: amp_out <= 32'b00000000000000001111100001100101;
      8'd105: amp_out <= 32'b00000000000000001111011101000111;
      8'd106: amp_out <= 32'b00000000000000001111011000010101;
      8'd107: amp_out <= 32'b00000000000000001111010011010000;
      8'd108: amp_out <= 32'b00000000000000001111001101111000;
      8'd109: amp_out <= 32'b00000000000000001111001000001110;
      8'd110: amp_out <= 32'b00000000000000001111000010010000;
      8'd111: amp_out <= 32'b00000000000000001110111011111111;
      8'd112: amp_out <= 32'b00000000000000001110110101011100;
      8'd113: amp_out <= 32'b00000000000000001110101110100110;
      8'd114: amp_out <= 32'b00000000000000001110100111011110;
      8'd115: amp_out <= 32'b00000000000000001110100000000100;
      8'd116: amp_out <= 32'b00000000000000001110011000010111;
      8'd117: amp_out <= 32'b00000000000000001110010000011001;
      8'd118: amp_out <= 32'b00000000000000001110001000001001;
      8'd119: amp_out <= 32'b00000000000000001101111111100111;
      8'd120: amp_out <= 32'b00000000000000001101110110110100;
      8'd121: amp_out <= 32'b00000000000000001101101101101111;
      8'd122: amp_out <= 32'b00000000000000001101100100011010;
      8'd123: amp_out <= 32'b00000000000000001101011010110011;
      8'd124: amp_out <= 32'b00000000000000001101010000111100;
      8'd125: amp_out <= 32'b00000000000000001101000110110100;
      8'd126: amp_out <= 32'b00000000000000001100111100011100;
      8'd127: amp_out <= 32'b00000000000000001100110001110011;
      8'd128: amp_out <= 32'b00000000000000001100100110111011;
      8'd129: amp_out <= 32'b00000000000000001100011011110011;
      8'd130: amp_out <= 32'b00000000000000001100010000011011;
      8'd131: amp_out <= 32'b00000000000000001100000100110101;
      8'd132: amp_out <= 32'b00000000000000001011111000111111;
      8'd133: amp_out <= 32'b00000000000000001011101100111010;
      8'd134: amp_out <= 32'b00000000000000001011100000100111;
      8'd135: amp_out <= 32'b00000000000000001011010100000101;
      8'd136: amp_out <= 32'b00000000000000001011000111010101;
      8'd137: amp_out <= 32'b00000000000000001010111010010111;
      8'd138: amp_out <= 32'b00000000000000001010101101001100;
      8'd139: amp_out <= 32'b00000000000000001010011111110011;
      8'd140: amp_out <= 32'b00000000000000001010010010001110;
      8'd141: amp_out <= 32'b00000000000000001010000100011011;
      8'd142: amp_out <= 32'b00000000000000001001110110011100;
      8'd143: amp_out <= 32'b00000000000000001001101000010001;
      8'd144: amp_out <= 32'b00000000000000001001011001111001;
      8'd145: amp_out <= 32'b00000000000000001001001011010110;
      8'd146: amp_out <= 32'b00000000000000001000111100100111;
      8'd147: amp_out <= 32'b00000000000000001000101101101101;
      8'd148: amp_out <= 32'b00000000000000001000011110101001;
      8'd149: amp_out <= 32'b00000000000000001000001111011010;
      8'd150: amp_out <= 32'b00000000000000001000000000000000;
      8'd151: amp_out <= 32'b00000000000000000111110000011100;
      8'd152: amp_out <= 32'b00000000000000000111100000101111;
      8'd153: amp_out <= 32'b00000000000000000111010000111001;
      8'd154: amp_out <= 32'b00000000000000000111000000111001;
      8'd155: amp_out <= 32'b00000000000000000110110000110001;
      8'd156: amp_out <= 32'b00000000000000000110100000100000;
      8'd157: amp_out <= 32'b00000000000000000110010000000111;
      8'd158: amp_out <= 32'b00000000000000000101111111100110;
      8'd159: amp_out <= 32'b00000000000000000101101110111110;
      8'd160: amp_out <= 32'b00000000000000000101011110001111;
      8'd161: amp_out <= 32'b00000000000000000101001101011000;
      8'd162: amp_out <= 32'b00000000000000000100111100011100;
      8'd163: amp_out <= 32'b00000000000000000100101011011001;
      8'd164: amp_out <= 32'b00000000000000000100011010010000;
      8'd165: amp_out <= 32'b00000000000000000100001001000010;
      8'd166: amp_out <= 32'b00000000000000000011110111101111;
      8'd167: amp_out <= 32'b00000000000000000011100110010110;
      8'd168: amp_out <= 32'b00000000000000000011010100111010;
      8'd169: amp_out <= 32'b00000000000000000011000011011001;
      8'd170: amp_out <= 32'b00000000000000000010110001110100;
      8'd171: amp_out <= 32'b00000000000000000010100000001100;
      8'd172: amp_out <= 32'b00000000000000000010001110100001;
      8'd173: amp_out <= 32'b00000000000000000001111100110011;
      8'd174: amp_out <= 32'b00000000000000000001101011000010;
      8'd175: amp_out <= 32'b00000000000000000001011001010000;
      8'd176: amp_out <= 32'b00000000000000000001000111011100;
      8'd177: amp_out <= 32'b00000000000000000000110101100110;
      8'd178: amp_out <= 32'b00000000000000000000100011101111;
      8'd179: amp_out <= 32'b00000000000000000000010001111000;
      8'd180: amp_out <= 32'b00000000000000000000000000000000;
      default: amp_out <= 32'b000;
    endcase
  end
endmodule
`default_nettype wire
### /design/flow/run.sh
#!/bin/bash
# OpenROAD 26Q1-2900-gdf79404cd8, Yosys 0.63+post, stock flow scripts
make -C /OpenROAD-flow-scripts/flow DESIGN_CONFIG=/design/flow/config.mk WORK_HOME=/design/flow/orfs finish
### /design/flow/config.mk
export PLATFORM = sky130hd
export DESIGN_NAME = sine
export DESIGN_NICKNAME = sine
export VERILOG_FILES = /design/flow/design.v
export SDC_FILE = /design/flow/constraint.sdc
export NUM_CORES = 4
export LEC_CHECK = 1
export CORE_UTILIZATION = 40
export SYNTH_MEMORY_MAX_BITS = 65536
### /design/flow/constraint.sdc
current_design sine

set clk_period 4.9
set clk_io_pct 0.2

create_clock -name clk0 -period $clk_period [get_ports {clk_in}]

set non_clock_inputs [all_inputs -no_clocks]
set_input_delay [expr $clk_period * $clk_io_pct] -clock clk0 $non_clock_inputs
set_output_delay [expr $clk_period * $clk_io_pct] -clock clk0 [all_outputs]
==> flow_metrics.rpt <==
FLOW METRICS REPORT
----------------------------------------------------
[Worst setup path]
  CP Capture Type ........................ register
  Arrival time of the worst setup path ........................ 3660 ps
  Cells along the critical path ........................ buf_4 > inv_1 > ha_1 > or2_2 > nand2_1 > a211oi_1 > nor3_1 > o41ai_1
  CP Max Fanout ........................ 19
  Peak per-stage delay on the critical path ........................ between 700 and 800 ps
  Cell with the largest stage delay on the worst path ........................ sky130_fd_sc_hd__ha_1
  Crit Path Category ........................ register to register
  CP Launch Type ........................ register
  Crit path DRT ........................ about 5000 ps

[Clock tree]
  Buffer type at the clock tree root ........................ sky130_fd_sc_hd__clkbuf_16
  Clock tree from TritonCTS ........................ built
  CTS resizes ........................ 0
  Bufs on Longest Clock Path ........................ 2
  Hold Buf Count CTS ........................ 0
  TritonCTS Buffers ........................ 9
  Buffer count from post-CTS setup fixing ........................ 0
  Depth of the CTS H-tree ........................ 3
  Number of clock sinks ........................ 63
  Worst skew pair latency ........................ 330 ps
  Worst-path clk slew ........................ 50 ps

[Placed design]
  Final weighted congestion of routability-driven global placement ........................ around 1.1
  Post-placement setup slack ........................ 1537 ps
  Input/output buffers ........................ between 40 and 50
  Dpl cells ........................ about 950
  Dpl hpwl ........................ roughly 19 mm

[Flow run]
  Max-cap violations ........................ 0
  Number of logged tool warnings ........................ between 50 and 60

[Final timing]
  Total count of max-transition violations in the final report ........................ 0
  Final worst slack ........................ 1390 ps
  Setup TNS ........................ 0 ps
  Number of hold violations in the final report ........................ 0
  Fmax ........................ between 200 and 300 MHz
  Final setup vio count ........................ 0
  Worst clock skew ........................ roughly 8.9 ps
  Worst slew slack as a fraction of its limit ........................ 0.4186
  Measured slew at the worst slew-check pin ........................ 871.1 ps
  Setup repair after global routing missed its margin ........................ no
  Minimum clock period ........................ ~3500 ps
  Post-route clock period utilization ........................ 0.7163

[Floorplan]
  Floorplan core density ........................ 0.4104
  Number of top-level design ports ........................ ~45
  Horizontal die dimension ........................ roughly 130 um
  Overall chip area ........................ 16100 um2
  Core Footprint ........................ 15200 um2
  Die Height ........................ about 130 um
  Number of placement rows ........................ ~45

[Detailed routing]
  Count of vias placed by the detailed router ........................ slightly below 7000
  Number of detailed-routing iterations run before antenna repair ........................ 6
  Via density per instance ........................ around 7.1
  Sum of routed wire length over all layers ........................ about 28 mm
  DRC violation count after routing ........................ 0
  Post-DR wirelength/cell ........................ 29.28 um
  ANT nets after route ........................ 0
  N_diodes ........................ 0
  Violation tally from detailed-route iteration zero ........................ between 1000 and 1500

[Yosys]
  Top area cell types ........................ sky130_fd_sc_hd__edfxtp_1 20%, sky130_fd_sc_hd__dfxtp_1 6.7%, sky130_fd_sc_hd__ha_1 6.0%, sky130_fd_sc_hd__nand2_1 3.7%, sky130_fd_sc_hd__a21oi_1 3.6%
  Portion of synthesized cell area occupied by the leading cell type ........................ 0.2022
  Number of cells in the yosys synthesis report ........................ ~800
  Dominant Register Cell ........................ sky130_fd_sc_hd__edfxtp_1
  Average cell area after synthesis ........................ ~8.0 um2
  Yosys top cell by area ........................ sky130_fd_sc_hd__edfxtp_1
  Count of yosys warnings during synthesis ........................ 2
  Cell area after synthesis ........................ roughly 6200 um2
  Synth Seq Share ........................ 0.2696
  Post-synthesis register bit count ........................ between 60 and 70
  Number of instances in the synthesized netlist ........................ roughly 800
  Share of flip-flops with an asynchronous set or reset after synthesis ........................ 0
  Number of distinct library cells after synthesis ........................ 74
  Count of flip-flops with a built-in enable after synthesis ........................ 42
  Yosys stat area ........................ about 6200 um2

[Global routing]
  Vias in the first global route ........................ 6466
  Global-route usage over all layers ........................ 0.3656
  Wire length of the first global-routing pass ........................ about 42 mm
  Initial antenna violation count ........................ 0
  Pin count of the biggest net entering global routing ........................ ~160
  GR Overflow Total ........................ 0

[Min path]
  Hold Crit Class ........................ register to register

[Power and ir drop]
  Leak pwr ........................ around 0.0024 uW
  Worst ir drop on vdd ........................ ~0.18 mV
  PnR Total Power ........................ around 1700 uW
  Areal power density over the cells ........................ 242.4 nW/um2

[Cells and area]
  Final core utilization ........................ 0.4587
  Area growth from synthesis to final layout ........................ 11.77%
  Share of cells above drive strength 1 ........................ 0.1005
  Dominant logic cell types in the final layout ........................ 62 x sky130_fd_sc_hd__nand2_1, 58 x sky130_fd_sc_hd__nor2_1, 45 x sky130_fd_sc_hd__a21oi_1
  Leading cell type in the layout, fill and taps excluded ........................ sky130_fd_sc_hd__nand2_1
  Final cell count without fillers ........................ between 900 and 1000

[Status]
  Result of the run ........................ finished clean

----------------------------------------------------
-- registers in the layout, indices dropped and copies added, names as in the netlist --
name                   cells
amp_out                   32
value_to_use               9
negate                     1
state                      4
sine_of_value.amp_out     17
-- worst max-delay path: cells and delay by family (launching register included) --
family,cells,cell delay [ps]
AOI/OAI and AO/OA,2,990
adders and majority gates,1,790
buffers and inverters,2,540
DFF,1,360
and+or+nand+nor,3,620
-- cells by family after synthesis --
| family | Yosys count | share of synthesized area |
|---|---|---|
| fa+ha+maj | 30 | 0.06017 |
| compound gates | 283 | 0.3327 |
| mux | 8 | 0.01524 |
| xor+xnor | 21 | 0.02948 |
| buf+inv | 101 | 0.06979 |
| flops | 63 | 0.2696 |
| simple gates | 275 | 0.2230 |
-- power breakdown --
part           internal (uW)  total [uW]  switching, uW
sequential               597         620           22.3
clock                    342         589            247
combinational            164         481            317
-- cell usage after synthesis, drive strengths merged (6+ instances only) --
| cell | n |
|---|---|
| inv | 16 |
| a211oi | 15 |
| dfxtp | 21 |
| o21ai | 43 |
| nor2b | 20 |
| o221ai | 12 |
| nand2 | 62 |
| xnor2 | 18 |
| or3 | 7 |
| o31a | 15 |
| edfxtp | 42 |
| nand2b | 30 |
| a21oi | 45 |
| ha | 30 |
| o22ai | 8 |
| o31ai | 11 |
| or2 | 17 |
| o32ai | 6 |
| nand3 | 22 |
| o311a | 6 |
| o311ai | 7 |
| a31o | 6 |
| clkbuf | 45 |
| buf | 39 |
| nor3 | 27 |
| a311oi | 14 |
| nor2 | 58 |
| a31oi | 16 |
| a221oi | 6 |
| nand4 | 6 |
| o211ai | 17 |
-- through the flow --
step	hold WS [ps]	instance area (um2)
floorplan	393.3	6238
global placement	419.7	6700
detailed placement	426.4	6700
CTS	439.2	6973
global route	451.2	6973
finish	437.0	6973
-- routing by layer --
layer	vias up	GRT usage	wire, um
met5	-	0	0
met4	0	0.2024	2120
met3	154	0.1354	3739
met2	546	0.4900	11100
met1	3219	0.5152	11270
li1	2970	-	-
-- final timing paths --
| check | slack [ps] | endpoint | cells after the start | from |
|---|---|---|---|---|
| max | 1390 | sine_of_value.amp_out[8]$_SDFF_PP0_ | 8 | value_to_use[0]$_DFFE_PP_ |
| min | 440 | state[1]$_DFF_P_ | 1 | state[2]$_DFF_P_ |
| max reg2reg | 1390 | sine_of_value.amp_out[8]$_SDFF_PP0_ | 8 | value_to_use[0]$_DFFE_PP_ |
| min reg2reg | 440 | state[1]$_DFF_P_ | 1 | state[2]$_DFF_P_ |
-- final cells by class --
class | instances | area, um2
Clock inverter | 7 | 47.55
Sequential cell | 63 | 1682
Fill cell | 1490 | 8229
Timing Repair Buffer | 63 | 595.6
Multi-Input combinational cell | 617 | 4124
Tap cell | 188 | 235.2
Clock buffer | 9 | 225.2
Inverter | 17 | 63.81
Power and IR drop assume default switching activity.
